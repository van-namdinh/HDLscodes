[/design/flow/run.sh]
#!/bin/bash
# OpenROAD 26Q1-2900-gdf79404cd8, Yosys 0.63+post, stock flow scripts
make -C /OpenROAD-flow-scripts/flow DESIGN_CONFIG=/design/flow/config.mk WORK_HOME=/design/flow/orfs finish
[/design/flow/config.mk]
export PLATFORM = sky130hd
export DESIGN_NAME = N_bit_adder
export DESIGN_NICKNAME = N_bit_adder
export VERILOG_FILES = /design/flow/design.v
export SDC_FILE = /design/flow/constraint.sdc
export NUM_CORES = 4
export LEC_CHECK = 1
export CORE_AREA = 10 10 112 112
export DIE_AREA = 0 0 122 122
[/design/flow/constraint.sdc]
current_design N_bit_adder

set clk_period 11.5
set clk_io_pct 0.2

create_clock -name clk0 -period $clk_period

set non_clock_inputs [all_inputs -no_clocks]
set_input_delay [expr $clk_period * $clk_io_pct] -clock clk0 $non_clock_inputs
set_output_delay [expr $clk_period * $clk_io_pct] -clock clk0 [all_outputs]
[/design/flow/design.v]
module N_bit_adder(input1,input2,answer);
    parameter N=32;
    input [N-1:0] input1,input2;
    output [N-1:0] answer;
    wire  carry_out;
    wire [N-1:0] carry;
    genvar i;
    generate 
    for(i=0;i<N;i=i+1)
        begin: generate_N_bit_Adder
        if(i==0) 
            half_adder f(input1[0],input2[0],answer[0],carry[0]);
        else
            full_adder f(input1[i],input2[i],carry[i-1],answer[i],carry[i]);
        end
    assign carry_out = carry[N-1];
    endgenerate
endmodule 
module half_adder(x,y,s,c);
   input x,y;
   output s,c;
   assign s=x^y;
   assign c=x&y;
endmodule  
module full_adder(x,y,c_in,s,c_out);
   input x,y,c_in;
   output s,c_out;
 assign s = (x^y) ^ c_in;
 assign c_out = (y&c_in)| (x&y) | (x&c_in);
endmodule  
==> impl_table.tex <==
% Auto-generated results table
\begin{tabular}{lr}
\hline
Metric & Value \\
\hline
\multicolumn{2}{l}{\textbf{Power and ir drop}} \\
\quad Power density over the cells & 47.6 mW/mm\^{}2 \\
\quad Net switching power of the design & 24.6 uW \\
\quad Clock power share & 0 \\
\quad Leakage power & 0.000610 uW \\
\quad Sequential Power Share & 0 \\
\quad Internal power & just over 60 uW \\
\quad IR Drop Worst-Case VDD & approximately 0.000016 V \\
\quad Logic gate share of total power & 1.000 \\
\quad Switching portion of total power & 0.288 \\
\multicolumn{2}{l}{\textbf{Worst setup path}} \\
\quad Critical path's largest stage delay & roughly 0.4 ns \\
\quad WP data arrival & 13.34 ns \\
\quad Data required time of the critical path & between 9 and 10 ns \\
\quad Slowest cell on crit path & sky130\_fd\_sc\_hd\_\_fa\_2 \\
\quad CP Class & input port to output port \\
\quad Cell type with the highest occurrence count on the critical path & sky130\_fd\_sc\_hd\_\_fa\_2 \\
\quad Critical path endpoint category & output port \\
\quad Worst-path maximum fanout & 1 \\
\quad Startpoint kind of the worst setup timing path & input port \\
\multicolumn{2}{l}{\textbf{Flow run}} \\
\quad Stage-log warning count & 35 \\
\quad Max-capacitance violation count & 0 \\
\multicolumn{2}{l}{\textbf{Die}} \\
\quad Core Rows & 37 \\
\quad CORE AREA & just over 0.01 mm\^{}2 \\
\quad Number of placed I/O pins & $\sim$96 \\
\quad Die Wd & 122 um \\
\quad Fraction of the core area occupied by cells at floorplan & 0.0857 \\
\quad Total die size & 0.0149 mm\^{}2 \\
\quad Die height & $\sim$120 um \\
\multicolumn{2}{l}{\textbf{Outcome}} \\
\quad Violated checks & negative setup slack \\
\quad Status & finished, violations left \\
\multicolumn{2}{l}{\textbf{Final timing}} \\
\quad Actual slew at the worst max-slew pin & approximately 0.13 ns \\
\quad Final count of negative-setup-slack endpoints & 13 \\
\quad Number of failing hold endpoints at the final stage & 0 \\
\quad Worst slew slack as a fraction of its limit & 0.912 \\
\quad Final clock period utilization by the worst path & 1.36 \\
\quad Final critical-path required period & 15.64 ns \\
\quad Worst setup slack after layout & -4.14 ns \\
\quad Achievable Freq & 63.9 MHz \\
\quad RSZ-0062 raised after global routing & yes \\
\quad Final Slew Violations & 0 \\
\quad Setup total negative slack & -30.18 ns \\
\multicolumn{2}{l}{\textbf{Global routing}} \\
\quad Global-route wire length before repair & 5300 um \\
\quad Remaining global-route overflow & 0 \\
\quad Global Route Usage Sum & 0.0461 \\
\quad Pin count of the biggest net entering global routing & 2 \\
\quad Number of global-route vias before repair & 909 \\
\quad Number of antenna violations at the first check in global routing & 1 \\
\multicolumn{2}{l}{\textbf{Detailed routing}} \\
\quad Detailed-route wire length per cell & between 10 and 15 um \\
\quad Starting DRC count in detailed routing & 5 \\
\quad Total length of routed wires & around 3500 um \\
\quad Antenna viol nets, final & 0 \\
\quad Number of search-and-repair iterations in the first detailed-routing pass & 2 \\
\quad Via density per instance & 2.68 \\
\quad Via count & roughly 700 \\
\quad Count of unresolved DRC violations after routing & 0 \\
\multicolumn{2}{l}{\textbf{Synth}} \\
\quad Synthesized area divided by synthesized cell count & around 14 um\^{}2 \\
\quad Yosys-reported design area after synthesis & 877 um\^{}2 \\
\quad Total number of yosys warnings & 0 \\
\quad Synthesized instance count & between 60 and 70 \\
\quad Proportion of synthesized chip area in sequential cells & 0 \\
\quad Post-synthesis instance area & just under 900 um\^{}2 \\
\quad Count of instantiated cells in the yosys netlist & roughly 64 \\
\quad Number of library cell types mapped by synthesis & 4 \\
\multicolumn{2}{l}{\textbf{Place}} \\
\quad Hpwl dp & 3420 um \\
\quad Placed Instances & 264 \\
\quad Port bufs & between 90 and 100 \\
\quad Routability-driven placement congestion ratio & 0.884 \\
\multicolumn{2}{l}{\textbf{Finish}} \\
\quad Clk\_buf instances & 0 \\
\quad Area of all sequential standard cells & 0 um\^{}2 \\
\quad Final cell count without fillers & about 270 \\
\quad Number of sequential storage elements & 0 \\
\quad Ratio of cells with drive above 1 in the final layout & 0.375 \\
\quad Area growth, synth to finish & 105\% \\
\quad Layout fillers & 1118 \\
\multicolumn{2}{l}{\textbf{Min path}} \\
\quad Worst hold-check path type & input port to output port \\
\multicolumn{2}{l}{\textbf{Clock network}} \\
\quad Hold\_buf cts & 0 \\
\quad Post-CTS setup-driven buffer insertion count & 0 \\
\hline
\end{tabular}
cells in the final DEF (no fill, tap or decap):
master and n:
sky130_fd_sc_hd__xor3_1 1, sky130_fd_sc_hd__fa_2 30, sky130_fd_sc_hd__clkdlybuf4s15_1 1, sky130_fd_sc_hd__ha_4 1
sky130_fd_sc_hd__dlymetal6s2s_1 1, sky130_fd_sc_hd__buf_2 14, sky130_fd_sc_hd__clkdlybuf4s50_1 77, sky130_fd_sc_hd__buf_6 3
sky130_fd_sc_hd__diode_2 1
synth_stat cells:
cell type                 n  share of area
sky130_fd_sc_hd__buf_4   32           0.27
sky130_fd_sc_hd__fa_1    30           0.68
sky130_fd_sc_hd__ha_1     1          0.014
sky130_fd_sc_hd__xor3_1   1          0.027
metrics by stage:
| step | utilization | setup slack, ns | area [um^2] | hold slack (ns) | power (uW) |
|---|---|---|---|---|---|
| after CTS | 0.174 | -4.44 | 1780 | 5.24 | 88.6 |
| after detailed placement | 0.181 | -5.02 | 1850 | 5.67 | 98.9 |
| after floorplan | - | -3.83 | 962 | 4.77 | 46.8 |
| after global routing | 0.175 | -4.44 | 1790 | 5.27 | 98.6 |
| after global placement | 0.181 | -4.98 | 1850 | 5.66 | 98.6 |
| final | 0.175 | -4.14 | 1790 | 5.23 | 85.3 |
critical path: cells and delay by family:
| family | cells | cell delay (ns) |
|---|---|---|
| buffers and inverters | 2 | 0.23 |
| adder cells (fa/ha/maj) | 31 | 10.60 |
| XOR/XNOR | 1 | 0.20 |
kinds of logic (layout without fill, tap and decap cells):
group | after synthesis | count (layout) | share of synthesized area
adder cells (fa/ha/maj) | 31 | 31 | 0.699
XOR/XNOR | 1 | 1 | 0.0271
buffers and inverters | 32 | 96 | 0.274
other | 0 | 1 | 0
power groups by stage:
| stage | Combinational (uW) | Clock, uW | Sequential (uW) |
|---|---|---|---|
| 6_report | 85.3 | 0.0000116 | 0 |
| 5_1_grt | 98.6 | 0 | 0 |
| 4_1_cts | 88.6 | 0 | 0 |
path summary, 6_finish.rpt:
| path | depth (start not counted) | startpoint | slack [ns] | endpoint |
|---|---|---|---|---|
| setup / recovery | 34 | input1[0] | -4.14 | answer[31] |
| hold / removal | 3 | input2[0] | 5.23 | answer[0] |
metal layers:
layer  wire, um  track usage
met3        895       0.0408
met1       1390       0.0569
met4         22      0.00298
met2       1170       0.0619
met5          0            0
timing repair:
item	in CTS	in global routing
gates resized	61	2
endpoints found under the setup margin	16	15
pin swaps	4	3
final cells by class:
| cell class | count | area [um^2] | area share |
|---|---|---|---|
| diodes | 1 | 2.50 | 0.00139 |
| multi-input cells | 32 | 724 | 0.404 |
| well taps | 136 | 170 | 0.0948 |
| repair buffers | 96 | 897 | 0.500 |
Power figures rest on the tool's default switching activity, not on a simulated workload.
